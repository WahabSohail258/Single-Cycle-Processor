File: design/flow/config.mk
export PLATFORM = sky130hd
export DESIGN_NAME = ALU_32bit
export DESIGN_NICKNAME = ALU_32bit
export VERILOG_FILES = /design/flow/design.v
export SDC_FILE = /design/flow/constraint.sdc
export NUM_CORES = 4
export LEC_CHECK = 1
export CORE_UTILIZATION = 50
File: design/flow/run.sh
#!/bin/bash
# OpenROAD 26Q1-2900-gdf79404cd8, Yosys 0.63+post, stock flow scripts
make -C /OpenROAD-flow-scripts/flow DESIGN_CONFIG=/design/flow/config.mk WORK_HOME=/design/flow/orfs finish
File: design/flow/constraint.sdc
current_design ALU_32bit

set clk_period 19.0
set clk_io_pct 0.2

create_clock -name clk0 -period $clk_period

set non_clock_inputs [all_inputs -no_clocks]
set_input_delay [expr $clk_period * $clk_io_pct] -clock clk0 $non_clock_inputs
set_output_delay [expr $clk_period * $clk_io_pct] -clock clk0 [all_outputs]
File: design/flow/design.v
module ALU_32bit(
    input [3:0] opcode,
    input [31:0] a,
    input [31:0] b,
    input [4:0] shift,
    output reg [31:0] f,
    output reg zero_flag
);
parameter Add = 4'b0000, Sub = 4'b0001, Mul = 4'b0010, SLT = 4'b0011, Shift_left = 4'b0100, XORI = 4'b0110;
always @(*) begin
    case(opcode)
        Add: f <= a + b;
        Sub: f <= a - b;
        Mul: f <= a * b;
        SLT: f <= (a < b) ? 32'b1 : 32'b0;
        Shift_left: f <= a << shift;
        XORI: f <= a ^ b;
        default: f <= 32'b0;
    endcase
    zero_flag <= (f == 32'b0) ? 1 : 0;
end
endmodule
==> notes.md <==
Status on the layout run. Entering global routing, the biggest net connects 49 pins. Final-layout clock buffer total landed at 0. Proportion of layout cells with a drive suffix above 1 landed at 5.26%. The run finished with clean final reports. The area recorded from the Yosys report for this design is 22400 um^2. Static timing analysis puts the maximum clock frequency at 0.0600 GHz. Remaining antenna violation count landed at 0. The flow measured a signed area growth from synthesis to layout of 7.71%. According to the cell report, flip-flops and latches in the layout number 0. Hold-critical path depth landed at 5. At the end of routability-driven placement, the weighted congestion stood at 1.04. The worst setup path is launched from a primary input. Time the worst path needs with I/O delays and setup landed at 16.66 ns.

Tally of max-capacitance violations landed at 0. After legalization and detailed placement, the total HPWL measured 67800 um. Horizontal die dimension landed at 213 um. Largest incremental delay on the critical path landed at 0.87 ns. The layout report lists the combined flip-flop and latch area as 0 um^2. Average wire per standard cell landed at 25.8 um. Headroom to the max-slew limit came out at 27.9%. In this run the mean area of a mapped cell was 8.14 um^2.

Sum of overflow across all layers after global routing landed at 0. The total area inside the core boundary comes to 44100 um^2. Boundary pin count landed at 106. Overall via count from detail_route landed at 20200. Max-slew check failures listed in the final report amount to 0. Count of tool warnings landed at 63. The final timing report counts setup violations totalling 0. The synthesized netlist contains 84 unique library cells.

Critical path required time landed at 15.20 ns. Sum of negative setup slack landed at 0 ns. The OpenROAD report gives the critical path a data arrival time of 12.86 ns. Die height landed at 213 um. Count of yosys warnings during synthesis landed at 1. Combined area of all synthesized cells landed at 22400 um^2. On the critical path, the stage with the largest delay is an instance of clkdlybuf4s50_1.

The most critical hold endpoint after final layout shows a slack of 8.90 ns. For the pin with the worst max-slew slack, the measured transition is 1.08 ns. Share of the cycle needed by the critical path after routing landed at 87.7%. Wire length of the first global-routing pass landed at 130000 um. Setup fix buffers added after clock tree synthesis landed at 0. Once iteration 0 of detailed routing completed, the report listed 1614 DRC markers.

Summing the sequential cell areas from Yosys gives 0% of the chip area. Area of the chip landed at 45600 um^2. Summed over all routing layers, the global router reports a total usage of 41.4%. By startpoint and endpoint, the worst setup path is classified as in2out.

Placed standard-cell area landed at 24100 um^2. The cell count after synthesis came out at 2746. The script logs the ratio of routed vias to standard cells as 6.03. Via count of the first global-routing pass landed at 20500. Port buffering added 106 buffers. Hold buffer count at cts landed at 0. Per STA, the library cell used most along the worst path is fa_1.

Per the Yosys statistics, synthesis produced 2746 cells. The worst setup path is captured at a primary output. For reference, the placement row count at floorplan is 77. The initial antenna violation count is 2.

Maximum fanout along the worst path landed at 15. For this configuration, the core starts out at a cell density of 50.7%. Post-CTS repair ended up resizing 0 cells. Setup repair after global routing left no endpoint under its margin.

Number of hold violations in the final report landed at 0. Routed wire length landed at 86300 um. After detailed routing, the number of remaining DRC violations is 0.

Note that the worst hold path type here is in2out. Number of iterations in the first detailed-routing pass landed at 5. Final cell area excluding filler cells landed at 24100 um^2.
per-layer routing:
layer  GRT usage, %  up-vias  share of wire, %
li1               -     8909                 -
met1           58.3     9990                39
met2           62.3     1053                46
met3           12.1      235               9.8
met4           16.2        4               5.1
met5           2.05        -              0.17
synthesized netlist by cell type (all sizes together) (27+ instances only):
cell	instances	area (um^2)
inv	453	1700
fa	410	8210
nand2	302	1130
and2	286	1790
ha	186	2330
clkbuf	153	574
nor2	124	465
a21oi	102	510
o21ai	73	365
xnor2	72	631
nor3	49	257
mux2i	39	390
nand3	27	135
final cells by class:
cell class	instances	area, um^2
Antenna cell	1	2.50
Fill cell	4140	20000
Inverter	454	1700
Multi-Input combinational cell	2120	20000
Tap cell	592	741
Timing Repair Buffer	183	1630
path summary, 6_finish.rpt:
path,start,end
max,a[11],zero_flag
min,shift[3],f[22]
stage by stage:
step,std cells,util (%),setup slack [ns]
floorplan,2746,-,4.40
global placement,3349,54.6,2.47
detailed placement,3349,54.6,2.37
CTS,3349,54.6,2.35
global route,3350,54.6,1.88
finish,3350,54.6,2.34
worst max-delay path, delay by kind of cell:
family,cells,cell delay (ns)
and+or+nand+nor,6,1.57
muxes,1,0.49
AOI/OAI and AO/OA,5,1.08
buffers and inverters,6,1.58
adders and majority gates,9,4.31
cells in the final DEF, fill, tap and decap left out, types with 23 or more instances in the layout:
cell and count:
buf_4 77, nand3_1 27, a21o_1 24, nor3_1 48
a21oi_1 102, mux2i_1 39, a211oi_1 23, o21ai_0 57
clkdlybuf4s50_1 104, ha_1 186, fa_1 410, nor2_1 124
xnor2_1 72, and2_1 284, nand2_1 302, inv_1 447
cell families after synthesis:
kind of cell             share of synthesized area [%]
AND-OR/OR-AND                                     13.5
XOR/XNOR                                          3.49
adder cells (fa/ha/maj)                           47.1
buffers and inverters                             10.6
multiplexers                                      4.37
AND/OR/NAND/NOR                                   20.9
