[design.v]
module PC #(parameter N=32)(
    input clk,
    input rst,
    input jump,
    input pc_src,  
    input [N-1:0] jump_address,
    input [N-1:0] branch_address,  
    output reg [N-1:0] pc_out
);
always @(posedge clk or posedge rst) begin
    if (rst)
        pc_out <= 0;
    else begin
        if (jump)
            pc_out <= jump_address;
        else if (pc_src)
            pc_out <= pc_out + branch_address;
        else
            pc_out <= pc_out + 1;
    end 
end
endmodule
[run.sh]
#!/bin/bash
# OpenROAD 26Q1-2900-gdf79404cd8, Yosys 0.63+post, stock flow scripts
make -C /OpenROAD-flow-scripts/flow DESIGN_CONFIG=/design/flow/config.mk WORK_HOME=/design/flow/orfs finish
[constraint.sdc]
current_design PC

set clk_period 12.4
set clk_io_pct 0.2

create_clock -name clk0 -period $clk_period [get_ports {clk}]

set non_clock_inputs [all_inputs -no_clocks]
set_input_delay [expr $clk_period * $clk_io_pct] -clock clk0 $non_clock_inputs
set_output_delay [expr $clk_period * $clk_io_pct] -clock clk0 [all_outputs]
[config.mk]
export PLATFORM = sky130hd
export DESIGN_NAME = PC
export DESIGN_NICKNAME = PC
export VERILOG_FILES = /design/flow/design.v
export SDC_FILE = /design/flow/constraint.sdc
export NUM_CORES = 4
export LEC_CHECK = 1
export CORE_UTILIZATION = 50
==> impl_metrics.env <==
# yosys + openroad results
export IMPL_timing_hold_ws_ns=0.637
export IMPL_tool_warnings=26
export IMPL_cp_start_kind="input port"
export IMPL_slew_headroom=0.593
export IMPL_area_delta_synth_final_pct=36.3
export IMPL_cp_max_fo=32
export IMPL_max_cap_violations=0
export IMPL_cts_resized=0
export IMPL_synth_edff_count=0
export IMPL_cellPowerDensity_nw_per_um2=127
export IMPL_reg_largest_list="pc_out: 32 flops"
export IMPL_antenna_found_initial=0
export IMPL_required_ns=12.58
export IMPL_fmax_ghz=0.178
export IMPL_clk_pin_slew_worst_paths_ns=0.07
export IMPL_synth_warnings=1
export IMPL_drt_wl_total_mm=8.02
export IMPL_synth_flops=32
export IMPL_dieArea_um2=6530
export IMPL_grt_busiest_layer="met2"
export IMPL_n_fill_cell=456
export IMPL_r2r_end="pc_out[16]$_DFF_PP0_"
export IMPL_skew_ns=0.00849
export IMPL_final_antenna_net_count=0
export IMPL_fp_dieH_um=80.8
export IMPL_drtIter0Drc=131
export IMPL_irDropWorstVdd_mv=0.0699
export IMPL_hold_class="reg2reg"
export IMPL_yosysCellCount=369
export IMPL_syn_area_per_cell_um2=8.41
export IMPL_cts_sinks=32
export IMPL_lay_top_cells="clkdlybuf4s50_1, nand2_1, and2_1, dfrtp_1, ha_1"
export IMPL_slew_viol_final=0
export IMPL_diodes=0
export IMPL_syn_area_um2=3100
export IMPL_grt_use_met1=0.383
export IMPL_ys_flop_type="dfrtp_1"
export IMPL_r2r_start="pc_out[0]$_DFF_PP0_"
export IMPL_holdPathEnd="pc_out[0]$_DFF_PP0_"
export IMPL_top_register="pc_out"
export IMPL_met3_usage=0.0331
export IMPL_synth_cell_types=54
export IMPL_critPathKind="in2reg"
export IMPL_postCtsSetupBuffers=0
export IMPL_routedWlPerCell_um=14.9
export IMPL_outcome="completed"
export IMPL_mostFrequentLayoutCell="clkdlybuf4s50_1"
export IMPL_synth_top_area_share=0.258
export IMPL_worst_pin_slew_ns=0.611
export IMPL_htree_levels=2
export IMPL_yosys_area_top_type="dfrtp_1"
export IMPL_drt_vias_per_instance=5.76
export IMPL_async_flop_share=1.00
export IMPL_vias=3095
export IMPL_drive_gt1_frac=0.0519
export IMPL_netlist_instances=369
export IMPL_die_x_um=80.8
export IMPL_ys_area_um2=3100
export IMPL_synth_seq_share=0.258
export IMPL_worstHoldStart="pc_out[0]$_DFF_PP0_"
export IMPL_end_kind="flop"
export IMPL_hold_path_cell_count=2
export IMPL_core_area_um2=5960
export IMPL_gp_congestion=0.880
export IMPL_grt_pass1_wl_mm=12.8
export IMPL_worst_skew_pair_late_latency_ns=0.29
export IMPL_setup_viol_count_final=0
export IMPL_grt_pass1_vias=2806
export IMPL_crit_arrival_ns=5.81
export IMPL_cts_hold_buffers=0
export IMPL_largest_reg_flops=32
export IMPL_grt_util_all_layers=0.256
export IMPL_cts_tree="done"
export IMPL_io_pins=100
export IMPL_rrSetupSlack_ns=9.41
export IMPL_final_min_clock_period_ns=5.62
export IMPL_drc=0
export IMPL_fin_tns_setup_ns=0
export IMPL_hpwl_mm=5.87
export IMPL_clockBufferDepth=2
export IMPL_rows=28
export IMPL_synth_area_top_cells="dfrtp_1, ha_1, and2_1"
export IMPL_rsz0062_at_grt="no"
export IMPL_power_leakage_nw=1.90
export IMPL_grtUsageMet2=0.420
export IMPL_numPortBuffers=99
export IMPL_cts_root_buf="clkbuf_8"
export IMPL_finalHoldViolations=0
export IMPL_cts_made_buffers=5
export IMPL_r2r_cells=9
export IMPL_fp_util=0.521
export IMPL_finalClockPeriodUsage=0.454
export IMPL_grt_max_degree=63
export IMPL_firstDrtPassIters=4
export IMPL_final_util=0.710
export IMPL_gr_total_overflow=0
-- synthesized netlist by cell type (3+ instances only) --
cell      instances
nand2_1          41
and2_1           32
dfrtp_1          32
ha_1             31
o21ai_0          26
a21oi_1          23
a21o_1           18
clkbuf_1         14
nor3_1           11
xnor2_1          11
and3_1           10
nor2_1           10
o211ai_1          9
xor2_1            8
a211oi_1          7
inv_1             6
nand3_1           5
o21a_1            5
o31ai_1           5
nand2b_1          4
nand3b_1          4
a2111o_1          3
mux2_2            3
nor3b_1           3
nor4_1            3
o22ai_1           3
o311ai_1          3
o31a_1            3
or2_2             3
-- per-layer routing --
| layer | routed length, um | vias to the layer above |
|---|---|---|
| li1 | - | 1556 |
| met1 | 3830 | 1454 |
| met2 | 3720 | 77 |
| met3 | 388 | 8 |
| met4 | 90 | 0 |
| met5 | 0 | - |
-- cell type report --
cell class                      instances  area [um2]  area share
Clock buffer                            8        90.1      0.0213
Inverter                                6        22.5     0.00532
Tap cell                               75        93.8      0.0222
Sequential cell                        32         801       0.189
Timing Repair Buffer                  102        1010       0.238
Multi-Input combinational cell        314        2210       0.524
-- critical path: stages --
cell,delay [ns]
clkdlybuf4s50_1,0.45
buf_4,0.28
nand2b_1,0.09
ha_1,0.23
fa_1,0.41
a21o_1,0.22
a221oi_2,0.36
or3_4,0.22
nand2_4,0.05
a311o_4,0.45
a2111o_1,0.42
o221a_2,0.12
-- report_power, final --
part	switching (W)	internal, W
clock	0.0000411	0.0000453
combinational	0.000140	0.000162
sequential	0.0000165	0.000131
total	0.000198	0.000338
-- how the worst max path moves through the flow --
stage | from | depth (start not counted) | slack, ns | to
4_1_cts | pc_src | 12 | 6.79 | pc_out[16]$_DFF_PP0_
5_1_grt | pc_src | 12 | 6.61 | pc_out[16]$_DFF_PP0_
6_report | pc_src | 12 | 6.78 | pc_out[16]$_DFF_PP0_
-- logic make-up (layout without fill, tap and decap cells) --
| group | after synthesis | in the layout | synth area share |
|---|---|---|---|
| flip-flops | 32 | 32 | 0.258 |
| multiplexers | 5 | 5 | 0.0173 |
| buffers and inverters | 23 | 116 | 0.0286 |
| AND-OR/OR-AND | 123 | 123 | 0.280 |
| XOR/XNOR | 19 | 19 | 0.0536 |
| AND/OR/NAND/NOR | 135 | 135 | 0.231 |
| adder cells (fa/ha/maj) | 32 | 32 | 0.131 |
-- per-stage QoR --
stage	power, W	instances	worst slack, ns	cell area, um2
2_1_floorplan	0.000335	369	7.39	3100
3_3_place_gp	0.000446	529	6.54	4140
3_5_place_dp	0.000449	529	6.50	4140
4_1_cts	0.000538	537	6.79	4230
5_1_grt	0.000579	537	6.61	4230
6_report	0.000536	537	6.78	4230
No activity file was given, so power comes from the tool's default toggle rates.
