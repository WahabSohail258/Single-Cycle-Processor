`flow/config.mk`:
```
export PLATFORM = sky130hd
export DESIGN_NAME = RegisterFile
export DESIGN_NICKNAME = RegisterFile
export VERILOG_FILES = /design/flow/design.v
export SDC_FILE = /design/flow/constraint.sdc
export NUM_CORES = 4
export LEC_CHECK = 1
export CORE_UTILIZATION = 40
```
`flow/constraint.sdc`:
```
current_design RegisterFile

set clk_period 12.3
set clk_io_pct 0.2

create_clock -name clk0 -period $clk_period [get_ports {clk}]

set non_clock_inputs [all_inputs -no_clocks]
set_input_delay [expr $clk_period * $clk_io_pct] -clock clk0 $non_clock_inputs
set_output_delay [expr $clk_period * $clk_io_pct] -clock clk0 [all_outputs]
```
`flow/design.v`:
```
module RegisterFile #(parameter N=32, address_size=5) (
    input clk,
    input write,
    input reset,
    input [address_size-1:0] rs_address,
    input [address_size-1:0] rt_address,
    input [address_size-1:0] rd_address,
    input [N-1:0] write_data,
    output [N-1:0] read_data_1,
    output [N-1:0] read_data_2
);
reg [N-1:0] register_file [0:N-1];
integer k;
initial begin
    register_file[0] <= 32'h0000;
    register_file[1] <= 32'h0001;
    register_file[2] <= 32'h0002;
    register_file[3] <= 32'h0003;
    register_file[4] <= 32'h0004;
    register_file[5] <= 32'h0005;
    register_file[6] <= 32'h0006;
    register_file[7] <= 32'h0007;
    register_file[8] <= 32'h0008;
    register_file[9] <= 32'h0000;
end
always @(posedge clk) begin
    if (reset)
        for (k = 0; k < 8; k = k + 1)
            register_file[k] <= k;
    else if (write)
        register_file[rd_address] <= write_data;
end
assign read_data_1 = register_file[rs_address];
assign read_data_2 = register_file[rt_address];
endmodule
```
`flow/run.sh`:
```
#!/bin/bash
# OpenROAD 26Q1-2900-gdf79404cd8, Yosys 0.63+post, stock flow scripts
make -C /OpenROAD-flow-scripts/flow DESIGN_CONFIG=/design/flow/config.mk WORK_HOME=/design/flow/orfs finish
```
==> results.txt <==
The synthesis and PnR run went through. The flow ran to the end, and the final reports show no timing, DRC or antenna violations. The region available for standard cell placement spans 126000 sq um. For this design the ratio of total power to cell area is 137 nW/um^2.

According to the hold report, the worst path is of the in -> reg type. For reference, the final report shows the max-slew violation count at 0. A synthesized cell averages 13.8 sq um.

114 I/O pins were placed. The number of global-route vias before repair was 33600. The timing report attributes the biggest portion of critical-path delay to buffers and inverters. Biggest cell delay along the critical path landed at 0.70 ns. The first global-routing pass estimated 233000 microns of wire.

Path length in cells of the critical path landed at 9. Number of placement rows landed at 130. Entering global routing, the biggest net connects 92 pins. Post-synth tally of flip-flops with integrated enable landed at 1024. Number of cells in the yosys synthesis report landed at 3682.

Per-cell routed wire length landed at 29.8 microns. Final critical-path required period landed at 8.58 ns. The largest registers in the layout are register_file x1024. The cell sitting at the root of the clock tree is a sky130_fd_sc_hd__clkbuf_16. The signal on the critical path passes through clkdlybuf4s50_1 -> nor2b_4 -> buf_12 -> buf_4 -> a22o_1 -> nor3_1 -> a31oi_1 -> nand3_1 -> clkdlybuf4s50_1. Ranked by total cell area, the synthesized netlist is headed by sky130_fd_sc_hd__edfxtp_1 (61%), sky130_fd_sc_hd__mux2i_1 (20%), sky130_fd_sc_hd__and2_1 (3.0%). Ranked by flip-flop count, first place goes to register_file. Setup repair after global routing left no endpoint under its margin. At the worst endpoint, the arrival time is 6.12 ns.

TritonCTS created 106 clock buffers. Routed wire length landed at 164000 microns. Post-route worst hold slack landed at 2.55 ns. Ranked by instance count, the synthesized netlist is headed by sky130_fd_sc_hd__edfxtp_1 (1024), sky130_fd_sc_hd__mux2i_1 (1024), sky130_fd_sc_hd__and2_1 (246), sky130_fd_sc_hd__nand2_1 (196), sky130_fd_sc_hd__nand3_1 (194). In the detailed route, the total length drawn on met3 is 23000 microns.

Relative slew slack landed at 42.4%. The synthesized netlist contains 28 unique library cells. The cell that appears most often on the critical path is sky130_fd_sc_hd__clkdlybuf4s50_1.

The worst setup path is captured at a primary output. Port buffering added 113 buffers. Number of DRC markers in iteration 0 landed at 2254. Final total negative setup slack landed at 0 ns. Post-synthesis sequential element count landed at 1024. For this block, wires on met1 add up to 61600 microns. Total of hold buffers inserted after clock tree synthesis landed at 0. Per the synth stats, the flop cell with the highest instance count is sky130_fd_sc_hd__edfxtp_1. In the Yosys report, the sequential cells make up 60.7% of the chip area.

Clock net sink count landed at 1024. Per the synth stats, the proportion of register bits with asynchronous set or reset is 0%. Recorded from the global router log, the overflow total was 0. Yosys warning tally landed at 1.

Final clock period utilization by the worst path landed at 69.8%. On the critical path, the stage with the largest delay is an instance of sky130_fd_sc_hd__buf_4. Largest fanout on the critical path landed at 88.

The worst path meets setup with 3.72 ns of slack. The register with the most flip-flops in the layout has 1024 of them. Post-synth area from yosys stat landed at 50700 sq um.

Met2 wirelength from detailed routing landed at 72600 microns. The capture point of the critical path was reported as read_data_2[24]. Looking at the max-slew report, the worst-margin pin has a slew of 0.864 ns. Leakage power total landed at 21.0 nW. The largest total area in the synthesized netlist belongs to sky130_fd_sc_hd__edfxtp_1. From left edge to right edge, the die measures 358 microns.

The launch point of the critical path was reported as rt_address[2]. For the worst setup path, the data required time is 9.84 ns. Cell count after synthesis landed at 3682. Synthesized cell area landed at 50700 sq um. TritonCTS built the clock tree. Mean number of vias per cell landed at 5.94. Area added between synthesis and finish landed at 12.0%. The worst setup path is launched from an input port. Per the final timing report, the hold violations number 0. Looking at the worst setup and hold paths, the clock pins of their registers show a slew of 0.06 ns. The worst setup path is of the in -> out kind. Iteration tally of the first detailed-router pass landed at 7. Summed over all routing layers, the global router reports a total usage of 27.4%.

In this run the top signal layer used is met5. Number of buffers and inverters on the critical path landed at 4. For this configuration, the core starts out at a cell density of 40.3%. Share of cells above drive strength 1 landed at 8.61%. The initial antenna violation count was 11. Maximum root-to-sink buffer count landed at 3. Worst slack at placement landed at 3.72 ns. Worst vdd rail ir drop landed at 0.000104 V.

The number of gates resized after CTS was 0. Max-capacitance violation count landed at 0. After floorplanning, the die was sized to cover 128000 sq um. Placed wire-length estimate landed at 88200 microns. Warning total across the stage logs landed at 26. Die span in y landed at 358 microns. In this run the post-CTS setup repair buffer count came out at 0. Setup violations remaining at the end of the flow were counted as 0. TritonRoute reported its final design rule violation total as 0. Looking at the clock tree report, the H-tree level count equals 3. Per the post-route antenna check, the number of violating nets is 0. Vias after detailed routing landed at 32600. Placer's final routability congestion estimate landed at 0.861. Static timing analysis puts the maximum clock frequency at 117 MHz.

Of the post-synthesis cell area, the dominant cell type holds 60.7%.
==> cell type report <==
cell class	instances	area (sq um)
Antenna cell	5	12.5
Clock buffer	136	2790
Clock inverter	54	469
Fill cell	10900	68800
Multi-Input combinational cell	2376	18400
Sequential cell	1024	30700
Tap cell	1650	2060
Timing Repair Buffer	244	2220
==> cell usage in the layout (no fill, tap or decap), drive strengths merged <==
cell type      Yosys  layout
diode              0       5
mux2i           1024    1024
or2               10      10
buf              193     133
inv                0       2
bufinv             0       5
nor2b              5       5
clkinv             0      43
nand3            194     194
a22o             128     128
and2             246     246
nor3              64      64
clkdlybuf4s50      0     111
nand2            196     196
nor2              36      36
a31oi             64      64
or3               14      14
edfxtp          1024    1024
nand3b             4       4
clkbuf            89     136
a21oi            192     192
or3b               2       2
nand2b             5       5
a22oi            192     192
clkinvlp           0       4
==> logic make-up (layout without fill, tap and decap cells) <==
logic type	after synthesis	in the layout	share of synthesized area (%)
buffers and inverters	282	434	3.43
muxes	1024	1024	20.2
and+or+nand+nor	776	776	7.88
other	0	5	0
AOI/OAI and AO/OA	576	576	7.75
DFF	1024	1024	60.7
==> worst min-delay path by stage <==
| stage | startpoint | endpoint | cells after the start |
|---|---|---|---|
| 4_1_cts | write_data[18] | register_file[26][18]$_DFFE_PP_ | 2 |
| 5_1_grt | write_data[15] | register_file[25][15]$_DFFE_PP_ | 2 |
| 6_report | write_data[3] | register_file[11][3]$_DFFE_PP_ | 2 |
==> metal layers <==
metal	global-route usage (%)	vias up
met4	8.54	24
met5	1.52	-
met2	38.8	1782
li1	-	14400
met1	36.2	16100
met3	16.6	348
==> power by group <==
| group | internal [W] | switching (W) | total, W |
|---|---|---|---|
| Clock | 0.00170 | 0.00135 | 0.00305 |
| Sequential | 0.00391 | 0.0000297 | 0.00393 |
| Combinational | 0.000288 | 0.000480 | 0.000768 |
| Total | 0.00590 | 0.00186 | 0.00776 |
==> per-stage QoR <==
stage	total power [W]	instances	cell area (sq um)	utilization, %
after floorplan	0.00444	3682	50700	-
after global placement	0.00477	5294	53500	42.6
after detailed placement	0.00477	5294	53500	42.6
after CTS	0.00780	5484	56700	45.2
after global routing	0.00799	5486	56700	45.2
final	0.00776	5489	56800	45.2
Power figures rest on the tool's default switching activity, not on a simulated workload.
